$ cat constraint.sdc
current_design show1

set clk_period 1.6
set clk_io_pct 0.2

create_clock -name clk0 -period $clk_period

set non_clock_inputs [all_inputs -no_clocks]
set_input_delay [expr $clk_period * $clk_io_pct] -clock clk0 $non_clock_inputs
set_output_delay [expr $clk_period * $clk_io_pct] -clock clk0 [all_outputs]
$ cat design.v
module show1(in5,hex);
input[4:0] in5;
output reg[6:0] hex;
always@(in5)
begin
case(in5)
5'h0:hex=7'b1000000; 
5'h1:hex=7'b1111001; 
5'h2:hex=7'b0100100;
5'h3:hex=7'b0110000;
5'h4:hex=7'b0011001;
5'h5:hex=7'b0010010;
5'h6:hex=7'b0000010;
5'h7:hex=7'b1111000;
5'h8:hex=7'b0000000;
5'h9:hex=7'b0010000;
5'hA:hex=7'b0001000;
5'hB:hex=7'b0000011;
5'hC:hex=7'b1000110;
5'hD:hex=7'b0100001;
5'hE:hex=7'b0000110;
5'hF:hex=7'b0001110; 
5'd17:hex=7'b0111111; 
default:hex=7'b1111111; 
endcase
end
endmodule
$ cat run.sh
#!/bin/bash
# OpenROAD 26Q1-2900-gdf79404cd8, Yosys 0.63+post, stock flow scripts
make -C /OpenROAD-flow-scripts/flow DESIGN_CONFIG=/design/flow/config.mk WORK_HOME=/design/flow/orfs finish
$ cat config.mk
export PLATFORM = sky130hd
export DESIGN_NAME = show1
export DESIGN_NICKNAME = show1
export VERILOG_FILES = /design/flow/design.v
export SDC_FILE = /design/flow/constraint.sdc
export NUM_CORES = 4
export LEC_CHECK = 1
export CORE_AREA = 10 10 70 70
export DIE_AREA = 0 0 80 80
==> results_slide.txt <==
Implementation Results

Outcome
  • Status: complete, but fails checks
  • Failing checks: negative setup slack

Yosys
  • Post-synthesis cell count: 43
  • Cell Type Count: 19
  • Syn. warnings: 1
  • # Cells Yosys: 43
  • Register share after synthesis: 0%
  • Syn_area_per_cell: 7.48 sq um
  • Cell area after synthesis: 322 sq um
  • Largest area contributor in the netlist: ha_1
  • YS chip area: 322 sq um
  • Synth area leaders: ha_1 (27%), mux2i_1 (12%), mux4_2 (7.0%)
  • Synth top area share: 27.2%

Detailed routing
  • Antenna Violating Nets Remaining: 0
  • WL/cell: 9.09 um
  • Initial DRC count: 30
  • First-pass DRT Iterations: 3
  • WL final: 1050 um
  • DRC Markers: 0
  • Diodes inserted: 0
  • Via count: 395
  • Vias per cell: 3.41

Place
  • HPWL Detailed: 831 um
  • Final Wtd Congestion: 0.876
  • Area post-placement: 594 sq um
  • Post-Place Cells: 113
  • Port-buffer cells: 12

Final timing
  • Tcrit/Tclk final: 112%
  • RSZ-0062 raised after global routing: yes
  • Setup TNS: -0.437 ns
  • Fmax: 558 MHz
  • Min Tclk post-route: 1.79 ns
  • Pins Over Slew Limit: 0
  • # setup viols final: 4
  • Worst Max-Slew Pin Slew: 0.233 ns
  • Slack of the critical path: -0.192 ns
  • Slew headroom: 84.5%
  • Final Hold Viols: 0

Finish
  • Fin cells: 116
  • Seq_cells: 0
  • FILL cells: 375
  • Area grow syn2layout: 116%
  • Final Cell Area: 693 sq um
  • Sequential cell area: 0 sq um
  • Logic area: 347 sq um
  • Clk_buf instances: 0
  • Layout cell share with drive strength beyond 1: 52.9%

Global routing
  • Vias in the first global route: 397
  • Total grt overflow: 0
  • Routing usage on met2: 6.10%
  • Antenna violations before repair: 0
  • Met1 global-route usage: 4.04%
  • Largest net degree at the start of global routing: 8
  • Tot GR Track Use: 3.26%
  • First-pass GRT wire length: 1810 um
  • M3 GR Usage: 0.455%
  • Top Usage Layer GRT: met2

Setup path
  • Worst Setup Path Type: primary input to output port
  • CP required: 1.28 ns
  • Slowest cell on the critical path: mux4_2
  • WP data arrival: 1.47 ns
  • Crit path launch type: primary input
  • Worst-path cell chain: buf_8, inv_8, ha_4, inv_2, mux4_2, or2_1, buf_2
  • Worst Path Max Fanout: 4
  • CP endpoint kind: output port
  • Biggest cell delay along the critical path: 0.42 ns

Die
  • Die width: 80 um
  • Pre-Place Util: 9.41%
  • Num ports: 12
  • Placement Rows: 21
  • Die area: 6400 sq um
  • Die Ht: 80 um
  • Core area: 3420 sq um

Power and ir drop
  • VDD IR-drop max: 33.2 uV
  • PD cells: 225 nW/um^2
  • Lkg Pwr: 0.310 nW

Worst hold path
  • Worst min path class: primary input to output port

Flow run
  • Log Warnings: 40
  • Max Cap Viol: 0
==> metal layers <==
layer | share of wire, % | wire length [um]
met5 | 0 | 0
met4 | 0 | 0
met3 | 6.0 | 63
met2 | 47 | 500
met1 | 46 | 490
==> worst max-delay path: cells and delay by family <==
kind / cells / cell delay [ns]
and+or+nand+nor: 1 / 0.21
buffers and inverters: 4 / 0.27
muxes: 1 / 0.42
adders and majority gates: 1 / 0.26
==> cell type report <==
| cell class | count | area share, % |
|---|---|---|
| multi-input cells | 35 | 50.0 |
| repair buffers | 31 | 37.4 |
| well taps | 46 | 8.30 |
| inverters | 4 | 4.33 |
==> kinds of logic (layout without fill, tap and decap cells) <==
logic type               after synthesis  after routing  share of synthesized area [%]
AND/OR/NAND/NOR                       13             13                           21.0
AND-OR/OR-AND                         10             10                           19.8
buffers and inverters                  8             35                           12.4
adder cells (fa/ha/maj)                7              7                           27.2
multiplexers                           5              5                           19.5
==> what timing repair did <==
item | CTS | global route
setup endpoints to repair | 7 | 7
hold buffers | 0 | 0
gates resized | 59 | 2
pin swaps | 9 | 5
hold endpoints to repair | 0 | 0
buffers inserted | 3 | 0
==> through the flow <==
stage	utilization [%]	total power, mW	hold WS (ns)	worst slack (ns)
after floorplan	-	0.0570	0.722	0.0151
after global placement	17.4	0.138	1.75	-0.983
after detailed placement	17.4	0.139	1.74	-0.988
after CTS	20.1	0.155	1.16	-0.222
after global routing	20.3	0.172	1.19	-0.250
final	20.3	0.156	1.13	-0.192
==> path summary, 6_finish.rpt <==
check                   from  endpoint  slack (ns)  cells after the start
worst min-delay path  in5[3]    hex[3]        1.13                      4
worst max-delay path  in5[1]    hex[3]       -0.19                      7
==> synth_stat cells, drive strengths merged <==
cell type  instances
a211o              2
mux2i              4
ha                 7
a21oi              3
mux4               1
nand2b             1
nor2b              2
nor3               1
nor3b              1
a221o              1
clkbuf             1
buf                3
nor2               6
o21ai              3
nand3b             1
a31oi              1
inv                4
or2                1
==> report_power, final <==
group | internal, mW | switching [mW] | total (mW)
clock network | 0 | 0 | 0
registers | 0 | 0 | 0
logic | 0.0927 | 0.0632 | 0.156
total | 0.0927 | 0.0632 | 0.156
==> cells in the final DEF (no fill, tap or decap), types with 2 or more instances in the layout <==
cell / instances
nor2_1: 6
ha_1: 2
a211o_1: 2
buf_2: 5
a21oi_1: 3
o21ai_1: 2
inv_8: 2
buf_4: 15
mux2i_1: 4
clkdlybuf4s15_1: 2
buf_8: 2
dlygate4sd2_1: 3
buf_6: 4
ha_4: 4
No activity file was given, so power comes from the tool's default toggle rates.
