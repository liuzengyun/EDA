`design.v`:
```
module main(in,out);
    input [7:0] in;				 
    output reg[6:0] out;			 
    always@(in)
        begin
            if(in[7])				 
            out=7'b1111000;	 
            else if(in[6])			 
        		out=7'b0000010; 	 
            else if(in[5])			 
        		out=7'b0010010;  	 
            else if(in[4])			 
                out=7'b0011001;  	 
            else if(in[3])			 
                out=7'b0110000;	 
            else if(in[2])			 
                out=7'b0100100;	 
            else if(in[1])			 
                out=7'b1111001;	 
            else if(in[0])			 
                out=7'b1000000;	 
    		   else					 
                out=7'b1111111;	 
        end
endmodule
```
`run.sh`:
```
#!/bin/bash
# OpenROAD 26Q1-2900-gdf79404cd8, Yosys 0.63+post, stock flow scripts
make -C /OpenROAD-flow-scripts/flow DESIGN_CONFIG=/design/flow/config.mk WORK_HOME=/design/flow/orfs finish
```
`config.mk`:
```
export PLATFORM = sky130hd
export DESIGN_NAME = main
export DESIGN_NICKNAME = main
export VERILOG_FILES = /design/flow/design.v
export SDC_FILE = /design/flow/constraint.sdc
export NUM_CORES = 4
export LEC_CHECK = 1
export CORE_AREA = 10 10 70 70
export DIE_AREA = 0 0 80 80
```
`constraint.sdc`:
```
current_design main

set clk_period 1.4
set clk_io_pct 0.2

create_clock -name clk0 -period $clk_period

set non_clock_inputs [all_inputs -no_clocks]
set_input_delay [expr $clk_period * $clk_io_pct] -clock clk0 $non_clock_inputs
set_output_delay [expr $clk_period * $clk_io_pct] -clock clk0 [all_outputs]
```
==> impl_metrics.py <==
# Physical implementation metrics
metrics = {
    "synth": {
        "ys_chip_area_um2": 118.9,
        "synthCells": 20,
        "top_area_cell": "nand3b_1",
        "yosysMostFrequentCell": "nor2_1",
        "yosys-top-cells-area": "nand3b_1 (13%), nor2_1 (13%), a211oi_2 (11%), or3_4 (9.5%), a21oi_1 (8.4%)",
        "avgSynthCellArea_um2": 5.943,
        "ys_warn_count": 1,
        "ys_seq_frac": 0,
        "synth_cell_type_count": 13,
        "synth_area_um2": 118.9,
        "top_area_frac": 0.1263,
        "yosys_cells": 20,
        "yosys-top-cells-count": "nor2_1 (4), a21oi_1 (2), inv_1 (2), nand3b_1 (2), o21ai_0 (2)",
    },
    "finish": {
        "utilization": 0.1176,
        "seq_cells": 0,
        "clkbuf_count": 0,
        "logic_area_um2": 152.6,
        "seqCellArea_um2": 0,
        "n_fill_cell": 397,
        "area_delta_synth_final_pct": 237.9,
        "drive_gt1_frac": 0.7826,
    },
    "routing": {
        "firstDrtPassIters": 2,
        "drc": 0,
        "wl_per_cell_um": 8.478,
        "vias": 256,
        "wirelength_um": 780,
        "avgViaCountPerCell": 2.783,
        "diodes": 0,
        "drtIter0Drc": 7,
        "ant_nets": 0,
    },
    "job": {
        "warnings": 34,
        "cap_violations": 0,
    },
    "floorplan": {
        "rows": 21,
        "die-width_um": 80,
        "ioPinCount": 15,
        "die_y_um": 80,
        "die_area_um2": 6400,
        "initial_core_util": 0.03480,
        "coreArea_um2": 3416,
    },
    "critical_path": {
        "crit_path_max_fanout": 3,
        "required_ns": 1.12,
        "cp.arrival_ns": 1.11,
        "slowest_delay_ns": 0.38,
        "slowest_stage": "or3_4",
        "endpoint_kind": "output port",
        "crit_type": "input pin to output port",
        "path_cells": "buf_6, or3_4, nand3b_1, o21ai_1, buf_2",
        "cp-start-kind": "input pin",
    },
    "grt": {
        "antenna_found_initial": 0,
        "grt_max_degree": 6,
        "first_global_vias": 283,
        "grt_pass1_wl_mm": 1.352,
        "grt_use_total": 0.02517,
        "grt-ovfl-total": 0,
    },
    "clocking": {
        "cts_hold_buf": 0,
    },
    "sta": {
        "maxSlewViolCount": 0,
        "period_minus_slack_ns": 1.395,
        "rsz0062_at_grt": "yes",
        "hold_slack_ns": 0.8641,
        "slew_headroom": 0.8370,
        "timing.fmax_mhz": 717.0,
        "max_slew.worst_pin.slew_ns": 0.2446,
        "hold_viol": 0,
        "final.period_utilization": 0.9963,
        "finalSetupViolCount": 0,
    },
    "power": {
        "vdd_ir_drop_max_mv": 0.02954,
        "p_int_w": 0.00005324,
        "comb_power_share": 1.000,
        "p_seq_frac": 0,
        "power_density_nw_per_um2": 225.1,
        "sw_frac_of_total": 0.4110,
        "leakage_nw": 0.1742,
        "p_switching_w": 0.00003716,
        "power.share.clock": 0,
    },
    "placed_design": {
        "portBuffers": 15,
        "place.gp.congestion": 0.7025,
        "dpl.hpwl_um": 623.3,
    },
    "hold_path": {
        "min_path_type": "input pin to output port",
    },
    "run_status": {
        "status": "completed",
    },
}
power groups by stage:
stage / logic [W] / clock network, W / registers, W
after CTS: 0.0000864 / 0 / 0
after global routing: 0.000102 / 0 / 0
final: 0.0000904 / 0 / 0
cell type report:
type / count / share of cell area
inverter: 2 / 0.01869
multi-input combinational: 18 / 0.3801
timing repair buffer: 26 / 0.4579
tap: 46 / 0.1433
worst max-delay path, delay by kind of cell:
| kind | cells | cell delay, ns |
|---|---|---|
| AND-OR/OR-AND | 1 | 0.08 |
| buffers and inverters | 2 | 0.20 |
| AND/OR/NAND/NOR | 2 | 0.54 |
kinds of logic after synthesis:
group                  Yosys count  share of synthesized area
AND/OR/NAND/NOR                 11                     0.5262
buffers and inverters            2                    0.06318
AND-OR/OR-AND                    7                     0.4106
cells in the final DEF, fill, tap and decap left out, drive strengths merged:
master	count
a211oi	1
a21oi	2
buf	22
clkbuf	2
clkdlybuf4s15	1
dlygate4sd2	1
inv	2
nand2	1
nand2b	1
nand3b	2
nor2	4
nor3	1
nor4	1
o21ai	2
o31ai	1
o41ai	1
or3	1
worst paths after layout:
kind                  start      to  slack [ns]  cells past startpoint
worst max-delay path  in[7]  out[1]       0.005                      5
worst min-delay path  in[6]  out[0]        0.86                      3
per-layer routing:
layer	up-vias	share of wire	wire, um	global-route usage
met5	-	0	0	0
met4	0	0	0	0
met3	0	0.069	54	0.004545
met2	8	0.49	379	0.04494
met1	120	0.44	346	0.03230
li1	128	-	-	-
stage by stage:
stage	total power (W)	setup WS, ns	instances	setup TNS [ns]	instance area (um^2)
floorplan	0.00001680	0.2494	20	0	118.9
global placement	0.00008064	-0.7212	85	-4.546	356.6
detailed placement	0.00008091	-0.7532	85	-4.598	356.6
CTS	0.00008636	-0.0001712	92	-0.0001712	389.1
global route	0.0001016	-0.05243	92	-0.07578	401.6
finish	0.00009040	0.005214	92	0	401.6
what timing repair did:
item                                   CTS  global route
setup endpoints to repair                7             7
pin swaps                               10             4
setup buffers                            7             0
resized                                 54             8
endpoints found under the hold margin    0             0
Power figures rest on the tool's default switching activity, not on a simulated workload.
